==> flow/design.v <==
module write_back(input flag_3, input [3:0] icode, input [3:0] ifun, input [3:0] rA,input [3:0] rB, input [63:0] valE, valM, output reg [63:0] rax, output reg [63:0] rcx, output reg [63:0] rdx, output reg [63:0] rbx, output reg [63:0] rsp, output reg [63:0] rbp, output reg [63:0] rsi, output reg [63:0] rdi, output reg [63:0] r8, output reg [63:0] r9, output reg [63:0] r10, output reg [63:0] r11,output reg [63:0] r12,output reg [63:0] r13,output reg [63:0] r14);
reg [63:0] registors [0:14];
always@(posedge flag_3)
    begin
        if(icode==4'b0010)    
        begin 
            registors[rB] = valE; 
        end
        if(icode==4'b0011)    
        begin 
            registors[rB] = valE;
        end
        if(icode==4'b0101)    
        begin 
            registors[rA] = valM; 
        end
        if(icode==4'b0110)  
        begin 
            registors[rB] = valE; 
        end
        if(icode==4'b1000)    
        begin 
            registors[4'b0100] = valE; 
        end
        if(icode==4'b1001)    
        begin 
            registors[4'b0100] = valE; 
        end
        if(icode==4'b1010)    
        begin 
            registors[4'b0100] = valE;
        end
        if(icode==4'b1011)    
        begin 
            registors[4'b0100] = valE;
            registors[rA] = valM;
        end
        rax = registors[4'd0];
        rcx = registors[4'd1];
        rdx = registors[4'd2];
        rbx = registors[4'd3];
        rsp = registors[4'd4];
        rbp = registors[4'd5];
        rsi = registors[4'd6];
        rdi = registors[4'd7];
        r8 = registors[4'd8];
        r9 = registors[4'd9];
        r10 = registors[4'd10];
        r11 = registors[4'd11];
        r12 = registors[4'd12];
        r13 = registors[4'd13];
        r14 = registors[4'd14];
    end
endmodule
==> flow/run.sh <==
#!/bin/bash
# OpenROAD 26Q1-2900-gdf79404cd8, Yosys 0.63+post, stock flow scripts
make -C /OpenROAD-flow-scripts/flow DESIGN_CONFIG=/design/flow/config.mk WORK_HOME=/design/flow/orfs finish
==> flow/config.mk <==
export PLATFORM = sky130hd
export DESIGN_NAME = write_back
export DESIGN_NICKNAME = write_back
export VERILOG_FILES = /design/flow/design.v
export SDC_FILE = /design/flow/constraint.sdc
export NUM_CORES = 4
export LEC_CHECK = 1
export CORE_AREA = 10 10 569 569
export DIE_AREA = 0 0 579 579
==> flow/constraint.sdc <==
current_design write_back

set clk_period 24.6
set clk_io_pct 0.2

create_clock -name clk0 -period $clk_period [get_ports {flag_3}]

set non_clock_inputs [all_inputs -no_clocks]
set_input_delay [expr $clk_period * $clk_io_pct] -clock clk0 $non_clock_inputs
set_output_delay [expr $clk_period * $clk_io_pct] -clock clk0 [all_outputs]
==> run summary <==
run results: Detailed Place HPWL ~250 mm, hold slack between 0.4 and 0.5 ns, H-tree levels 3, first-pass GRT wire length 436 mm, Post CTS Setup Buffer Count 0, f_max between 0.1 and 0.15 GHz, Area Overhead vs Synth 51.7%, hold crit path type reg -> reg, worst stage delay on the critical path 0.85 ns, Log Warnings 29, cycle use final 34.7%, layout cells sized above 1 10.9%, routability cong. about 0.9, Setup WS post-layout roughly 16 ns, max reg flops 320, Worst Skew 0 ns, Avg Synthesized Cell Area 8.36 sq um, fin crit period 8.54 ns, routed len/inst 35.1 microns, Die X 579 microns, Die Span Y 579 microns, status complete, no violations, Worst-Skew Late Latency 0.82 ns, final core occ between 10% and 20%, Leak around 0.022 uW, First-pass DRT Iterations 9, RSZ-0062 raised after global routing false, FP Rows 205, relative slew slack a little over a quarter, Worst path slowest cell or3b_2, CTS tree built, initial DRC count approximately 5,300, CTS Hold Bufs 0, asr flop ratio synth 0%, FP Util roughly an eighth, Syn Inst Count roughly 4,700, chip area 335,000 sq um, most instantiated logic cells after routing nand2_1, clkdlybuf4s50_1, dfxtp_1, GR Util All Layers 20.0%, Worst path most repeated cell buf_4, final setup vio count 0, Synth warnings 2, post-placement cell area 54,900 sq um, Yosys cell types 72, clk root buf clkbuf_16, Clock Tree Buf Depth 4, Setup CP Type in -> reg, pre-CTS setup slack 15.24 ns, count of boundary I/O pins ~1,100, largest net degree at the start of global routing 43, PortBufs 1,100, final instance area between 50,000 and 60,000 sq um, remaining antenna violation count after routing 0, Max FO, Critical Path 25, WP data arrival 9.25 ns, Top cell excl fill/tap nand2_1, WP buf/inv 5, Yosys chip area 39,000 sq um, # Cells Yosys between 4,000 and 5,000, clock transition at the registers of the reported paths approximately 0.06 ns, Commonest flop dfxtp_1, CP top delay family buffers and inverters, initial antenna violation count slightly below 90, crit-path cells clkdlybuf4s50_1, or3b_2, buf_4, a21oi_4, buf_4, buf_4, nor2_4, buf_4, nand2_1, o221ai_1, Hold Fails Final Rpt 0, CTS buffer count 122, Total Wirelength about 350 mm, maxcap violations 0, Cell Pwr Density around 95 nW/um^2, mapped cell area 39,000 sq um, # clock sinks 960, setup_tns 0 ns, fin. max-slew vios 0, sequential area share after synthesis 49.3%, cts repair resizes 0, VDD IR max slightly above 0.06 mV, core area 311,000 sq um, Worst Tran Pin Value between 1 and 1.5 ns, drc violations 0, Flops after synth between 900 and 1,000, Critical Path RT ~25 ns, Via density 4.52, vias in the first global route between 40,000 and 50,000, GR Overflow Total 0, Worst setup SP type primary input, Critical Path End Type register, via count approximately 45,000, Post-synth EDFFs 0
==> stage by stage <==
step                      total power, uW  instances
after floorplan                      2490       4660
after CTS                            5680       9799
after detailed placement             3810       9586
after global placement               3810       9586
after global routing                 5880       9804
final                                5640       9860
==> cells by family after synthesis <==
logic type      Yosys count  synth area share, %
compound gates         1611                 28.7
simple gates           1475                 15.4
flops                   960                 49.3
buf+inv                 606                 6.37
mux                       7                0.180
xor+xnor                  1               0.0225
==> worst register-to-register path, cell delays in order (launching register included) <==
cell and delay, ns:
dfxtp_1 0.34, a22o_1 0.22, a22oi_1 0.16, o311ai_0 0.15
==> path summary, 6_finish.rpt <==
check,startpoint,to,slack (ns),depth (start not counted)
worst max register to register,rsi[63]$_DFF_P_,rsi[63]$_DFF_P_,23.60,3
worst max-delay path,icode[2],registors[2][45]$_DFF_P_,16.06,10
worst min register to register,rdi[0]$_DFF_P_,rdi[0]$_DFF_P_,0.44,2
worst min-delay path,rdi[0]$_DFF_P_,rdi[0]$_DFF_P_,0.44,2
==> power breakdown <==
| group | leakage, uW | switching, uW | internal (uW) |
|---|---|---|---|
| sequential | 0.00802 | 240 | 1970 |
| clock | 0.00194 | 794 | 1060 |
| combinational | 0.0121 | 688 | 895 |
==> cell type report <==
class                   instances  area (sq um)
repair buffers               1370         12700
well taps                    4140          5180
inverters                      22          82.6
clock buffers                 167          3470
fillers                     34357        252000
clock inverters                46           556
diodes                         61           153
multi-input cells            3094         17700
flip-flops and latches        960         19200
==> metal layers <==
layer | GRT usage (%) | wire (microns) | up-vias
li1 | - | - | 18575
met1 | 23.5 | 128000 | 21436
met4 | 13.7 | 28700 | 20
met3 | 9.72 | 46200 | 976
met2 | 28.5 | 143000 | 3545
met5 | 0 | 144 | -
==> cells in the mapped netlist (6+ instances only) <==
cell | count | share of area, %
o221ai_1 | 22 | 0.49
a221o_1 | 86 | 2.2
clkbuf_1 | 415 | 4.0
and2_1 | 6 | 0.096
o21ai_1 | 20 | 0.26
buf_4 | 15 | 0.29
nor3_1 | 14 | 0.18
o21ai_0 | 379 | 4.9
a21oi_1 | 68 | 0.87
nor2b_1 | 7 | 0.11
a21oi_2 | 11 | 0.25
nand4b_1 | 6 | 0.13
mux2i_1 | 7 | 0.18
buf_1 | 31 | 0.30
nand2_1 | 1111 | 11
inv_1 | 20 | 0.19
nand3_1 | 25 | 0.32
dfxtp_1 | 960 | 49
a22oi_1 | 848 | 16
a222oi_1 | 6 | 0.15
a21o_1 | 7 | 0.13
a32oi_1 | 11 | 0.25
nand4bb_1 | 8 | 0.23
o211ai_1 | 7 | 0.13
nor2_1 | 247 | 2.4
buf_2 | 121 | 1.6
o22ai_1 | 100 | 1.6
a221oi_1 | 13 | 0.29
Power figures rest on the tool's default switching activity, not on a simulated workload.
