==> flow/design.v <==
module fetch(icode,ifun,rA,rB,valC,valP,imem_error,flag_1,PC,halt);
    input flag_1;                             
    input [63:0] PC;                        
    reg [0:79] instr;                     
    output reg [3:0] icode, ifun;           
    output reg [3:0] rA, rB;               
    output reg [63:0] valC;                 
    output reg [63:0] valP;                 
    output reg imem_error=0,halt=0; 
  reg [7:0] instruction [0:172];
  initial begin
    instruction[1] = 8'b00110000; 
    instruction[2] = 8'b11110010; 
    instruction[3] = 8'b00000000; 
    instruction[4] = 8'b00000000; 
    instruction[5] = 8'b00000000; 
    instruction[6] = 8'b00000000; 
    instruction[7] = 8'b00000000; 
    instruction[8] = 8'b00000000; 
    instruction[9] = 8'b00000000; 
    instruction[10] = 8'b00000100; 
    instruction[11]  = 8'b00110000; 
    instruction[12]  = 8'b11110011; 
    instruction[13]  = 8'b00000000; 
    instruction[14]  = 8'b00000000; 
    instruction[15]  = 8'b00000000; 
    instruction[16]  = 8'b00000000; 
    instruction[17]  = 8'b00000000; 
    instruction[18] = 8'b00000000; 
    instruction[19] = 8'b00000000; 
    instruction[20] = 8'b00000001; 
    instruction[21]  = 8'b00110000; 
    instruction[22]  = 8'b11110001; 
    instruction[23]  = 8'b00000000; 
    instruction[24]  = 8'b00000000; 
    instruction[25]  = 8'b00000000; 
    instruction[26]  = 8'b00000000; 
    instruction[27]  = 8'b00000000; 
    instruction[28] = 8'b00000000; 
    instruction[29] = 8'b00000000; 
    instruction[30] = 8'b00000011;
    instruction[31]  = 8'b00110000; 
    instruction[32]  = 8'b11110000; 
    instruction[33]  = 8'b00000000; 
    instruction[34]  = 8'b00000000; 
    instruction[35]  = 8'b00000000; 
    instruction[36]  = 8'b00000000; 
    instruction[37]  = 8'b00000000; 
    instruction[38] = 8'b00000000; 
    instruction[39] = 8'b00000000; 
    instruction[40] = 8'b00000111;
    instruction[41]  = 8'b00110000; 
    instruction[42]  = 8'b00000100; 
    instruction[43]  = 8'b00000000; 
    instruction[44]  = 8'b00000000; 
    instruction[45]  = 8'b00000000; 
    instruction[46]  = 8'b00000000; 
    instruction[47]  = 8'b00000000; 
    instruction[48] = 8'b00000000; 
    instruction[49] = 8'b00000000; 
    instruction[50] = 8'b00010000; 
    instruction[51]  = 8'b10000000; 
    instruction[52]  = 8'b00000000; 
    instruction[53]  = 8'b00000000; 
    instruction[54]  = 8'b00000000; 
    instruction[55]  = 8'b00000000; 
    instruction[56]  = 8'b00000000; 
    instruction[57]  = 8'b00000000; 
    instruction[58] = 8'b00000000; 
    instruction[59] = 8'b01011010; 
    instruction[60]  = 8'b00010000;
    instruction[61] = 8'b01000000; 
    instruction[62] = 8'b00010011; 
    instruction[63] = 8'b00000000; 
    instruction[64] = 8'b00000000; 
    instruction[65] = 8'b00000000; 
    instruction[66] = 8'b00000000; 
    instruction[67] = 8'b00000000; 
    instruction[68] = 8'b00000000; 
    instruction[69] = 8'b00000000; 
    instruction[70] = 8'b00000010;  
    instruction[71] = 8'b01010000; 
    instruction[72] = 8'b01110011; 
    instruction[73] = 8'b00000000;  
    instruction[74] = 8'b00000000; 
    instruction[75] = 8'b00000000; 
    instruction[76] = 8'b00000000; 
    instruction[77] = 8'b00000000; 
    instruction[78] = 8'b00000000; 
    instruction[79] = 8'b00000000; 
    instruction[80] = 8'b00000010; 
    instruction[81] = 8'b01110000; 
    instruction[82] = 8'b00000000; 
    instruction[83] = 8'b00000000; 
    instruction[84] = 8'b00000000; 
    instruction[85] = 8'b00000000; 
    instruction[86] = 8'b00000000; 
    instruction[87] = 8'b00000000; 
    instruction[88] = 8'b00000000; 
    instruction[89] = 8'b01100011;
    instruction[90] = 8'b01100000; 
    instruction[91] = 8'b00000001; 
    instruction[92] = 8'b01100001; 
    instruction[93] = 8'b00100011;
    instruction[94] = 8'b01100010; 
    instruction[95] = 8'b00000001;
    instruction[96] = 8'b01100011; 
    instruction[97] = 8'b00000000;
    instruction[98] = 8'b10010000; 
    instruction[99] = 8'b10100000; 
    instruction[100] = 8'b00101111; 
    instruction[101] = 8'b10110000; 
    instruction[102] = 8'b00111111; 
    instruction[103] = 8'b00000000;
end
  always@(PC) begin
    instr={
      instruction[PC],
      instruction[PC+1],
      instruction[PC+2],
      instruction[PC+3],
      instruction[PC+4],
      instruction[PC+5],
      instruction[PC+6],
      instruction[PC+7],
      instruction[PC+8],
      instruction[PC+9]
    };
  end
    always@(posedge flag_1)
    begin 
        if(PC>172)
        begin
            imem_error=1;
        end
        icode = instr[0:3];
        ifun = instr[4:7];
        if(icode==4'b0000)  
        begin
        valP=PC+64'd1; 
        halt=1;
        end
        else if(icode==4'b0001)  
        begin
        valP=PC+64'd1; 
        end
        else if(icode==4'b0010)  
        begin
        valP=PC+1; 
        rA = instr[8:11];
        rB = instr[12:15];
        valP=valP+64'd1; 
        end
        else if(icode==4'b0011)  
        begin
        valP=PC+1; 
        rA = instr[8:11];
        rB = instr[12:15];
        valP=valP+1;
        valC = instr[16:79];
        valP=valP+64'd8;
        end
       else if(icode==4'b0100)  
        begin
        valP=PC+1; 
        rA = instr[8:11];
        rB = instr[12:15];
        valP=valP+1;
        valC = instr[16:79];
        valP=valP+64'd8;
        end
        else if(icode==4'b0101)  
        begin
        valP=PC+1; 
        rA = instr[8:11];
        rB = instr[12:15];
        valP=valP+1;
        valC = instr[16:79];
        valP=valP+64'd8;
        end
        else if(icode==4'b0110)  
        begin
        valP=PC+1; 
        rA = instr[8:11];
        rB = instr[12:15];
        valP=valP+64'd1; 
        end
        else if(icode==4'b0111)      
        begin   
            valP=PC+1;               
            valC=instr[8:71];
            valP=valP+64'd8;
        end
        else if(icode==4'b1000)      
        begin   
            valP=PC+1;               
            valC=instr[8:71];
            valP=valP+64'd8;
        end
        else if(icode==4'b1001)    
        begin 
            valP=PC+64'd1;
        end
        else if(icode==4'b1010)  
        begin
        valP=PC+1; 
        rA = instr[8:11];
        rB = instr[12:15];
        valP=valP+64'd1;  
        end
        else if(icode==4'b1011)  
        begin
        valP=PC+1; 
        rA = instr[8:11];
        rB = instr[12:15];
        valP=valP+64'd1; 
        end
    end
endmodule
==> flow/run.sh <==
#!/bin/bash
# OpenROAD 26Q1-2900-gdf79404cd8, Yosys 0.63+post, stock flow scripts
make -C /OpenROAD-flow-scripts/flow DESIGN_CONFIG=/design/flow/config.mk WORK_HOME=/design/flow/orfs finish
==> flow/config.mk <==
export PLATFORM = sky130hd
export DESIGN_NAME = fetch
export DESIGN_NICKNAME = fetch
export VERILOG_FILES = /design/flow/design.v
export SDC_FILE = /design/flow/constraint.sdc
export NUM_CORES = 4
export LEC_CHECK = 1
export CORE_UTILIZATION = 50
==> flow/constraint.sdc <==
current_design fetch

set clk_period 10.6
set clk_io_pct 0.2

create_clock -name clk0 -period $clk_period [get_ports {flag_1}]

set non_clock_inputs [all_inputs -no_clocks]
set_input_delay [expr $clk_period * $clk_io_pct] -clock clk0 $non_clock_inputs
set_output_delay [expr $clk_period * $clk_io_pct] -clock clk0 [all_outputs]
==> impl_metrics.env <==
# implementation run metrics
export IMPL_grt_use_total=0.4778
export IMPL_clockPowerShare=0.236
export IMPL_holdBufCountCts=0
export IMPL_initialDrtViolationCount=3919
export IMPL_drv_slew=0
export IMPL_overflow=0
export IMPL_cts_made_buffers=17
export IMPL_drive_gt1_frac=0.07987
export IMPL_rsz0062_at_grt="no"
export IMPL_ys_seq_frac=0.2322
export IMPL_area_growth_pct=17.11
export IMPL_ff_type="edfxtp_1"
export IMPL_final_cell_mix="nand2_1, nor2_1, clkdlybuf4s50_1"
export IMPL_finalSetupViolCount=0
export IMPL_synth_flop_count=146
export IMPL_root_buffer="clkbuf_16"
export IMPL_port_buffers=210
export IMPL_finalCritPeriodShare=0.8062
export IMPL_hp_class="input port to flop"
export IMPL_synth_area_um2=18540
export IMPL_yosysCellCount=2550
export IMPL_final_cells=3162
export IMPL_p_int_mw=1.605
export IMPL_path_class="input port to flop"
export IMPL_ys_async_sr_fraction=0
export IMPL_synth_avg_cell_area_um2=7.271
export IMPL_yosysUniqueCellTypes=113
export IMPL_fin_tns_setup_ps=0
export IMPL_edf_count=138
export IMPL_dp_cells=3128
export IMPL_die_w_um=194.6
export IMPL_warnings=50
export IMPL_hold_viol_final=0
export IMPL_grt_pass1_wl_mm=131.4
export IMPL_cts_buffer_depth=2
export IMPL_initial_utilization=0.5076
export IMPL_arrival_ps=8720
export IMPL_worst_pin_slew_ps=1181
export IMPL_outcome="finished clean"
export IMPL_p_sw_frac=0.3985
export IMPL_synthCells=2550
export IMPL_final_util=0.5945
export IMPL_p_per_area_nw_per_um2=122.9
export IMPL_maxCapViolations=0
export IMPL_cts_setup_buffers=0
export IMPL_lay_top_count="nand2_1"
export IMPL_cp_max_fo=36
export IMPL_row_count=70
export IMPL_grt_pass1_vias=19920
export IMPL_max_freq_mhz=117.0
export IMPL_vias=22970
export IMPL_ys_warn_count=1
export IMPL_antenna_found_initial=3
export IMPL_cts_sinks=146
export IMPL_crit_start="PC[0]"
export IMPL_drc=0
export IMPL_vias_per_cell=7.264
export IMPL_yosys_area_um2=18540
export IMPL_start_kind="input port"
export IMPL_clk_pin_slew_worst_paths_ps=90
export IMPL_die_h_um=194.6
export IMPL_critPathRequiredTime_ps=10770
export IMPL_io_pins=211
export IMPL_routed_wl_mm=88.78
export IMPL_hold_path_end="ifun[0]"
export IMPL_power_frac_seq=0.320
export IMPL_globalplace_congestion=1.097
export IMPL_dieArea_um2=37860
export IMPL_power_switching_mw=1.063
export IMPL_power_leakage_nw=7.085
export IMPL_cts_tree="built"
export IMPL_grt_max_degree=73
export IMPL_maxSlewHeadroom=0.2067
export IMPL_min_from="PC[3]"
export IMPL_p_comb_frac=0.444
export IMPL_post_cts_resized=0
export IMPL_holdPathStages=4
export IMPL_wl_per_cell_um=28.08
export IMPL_coreArea_um2=36520
export IMPL_worst_ir_drop_vdd_uv=115.5
export IMPL_dp_hpwl_mm=65.85
export IMPL_min_period_ps=8546
export IMPL_drt_first_pass_iters=8
export IMPL_worstSetupEndpointType="flop"
export IMPL_ant_nets=0
export IMPL_htreeDepth=4
-- registers in the layout, indices dropped and copies added, names as in the netlist --
| register | cells |
|---|---|
| icode | 4 |
| valP | 64 |
| halt | 1 |
| ifun | 4 |
| rA | 4 |
| rB | 4 |
| valC | 64 |
| imem_error | 1 |
-- metrics by stage --
| step | hold WS, ps | total power [mW] | setup WS (ps) | area [um2] |
|---|---|---|---|---|
| 2_1_floorplan | 2342 | 1.379 | 2942 | 18540 |
| 3_3_place_gp | 2776 | 1.920 | 2132 | 21120 |
| 3_5_place_dp | 2792 | 1.964 | 2117 | 21120 |
| 4_1_cts | 2385 | 2.610 | 2568 | 21710 |
| 5_1_grt | 2476 | 2.756 | 2041 | 21710 |
| 6_report | 2436 | 2.669 | 2054 | 21710 |
-- Yosys cell counts (27+ instances only) --
| master | n | area share |
|---|---|---|
| nor4_1 | 62 | 0.021 |
| edfxtp_1 | 138 | 0.22 |
| mux2i_1 | 34 | 0.018 |
| inv_1 | 31 | 0.0063 |
| a31oi_1 | 69 | 0.023 |
| nand4_1 | 55 | 0.019 |
| or3_1 | 27 | 0.0091 |
| nor3_1 | 101 | 0.027 |
| clkbuf_1 | 151 | 0.031 |
| xor2_1 | 33 | 0.016 |
| xnor2_1 | 127 | 0.060 |
| o22ai_1 | 33 | 0.011 |
| a21oi_1 | 200 | 0.054 |
| nor2_1 | 223 | 0.045 |
| ha_1 | 32 | 0.022 |
| o211ai_1 | 34 | 0.014 |
| nand3_1 | 114 | 0.031 |
| o21ai_0 | 200 | 0.054 |
| nand2_1 | 333 | 0.067 |
-- worst max-delay path by stage --
stage                       to  slack [ps]
after global routing  valP[41]        2040
after CTS             valP[45]        2570
final                 valP[41]        2050
-- area by class of cell --
type,count,area [um2]
well taps,468,585.6
multi-input cells,2164,13220
repair buffers,311,2855
diodes,2,5.005
clock inverters,15,166.4
flip-flops and latches,146,4304
inverters,39,146.4
fillers,3161,14810
clock buffers,17,425.4
-- cell families (layout without fill, tap and decap cells) --
kind of cell,count (synthesis),in the layout,share of synthesized area
buffers and inverters,241,382,0.05635
muxes,44,44,0.02564
DFF,146,146,0.2321
xor gates and xnor gates,161,161,0.07646
and+or+nand+nor,1107,1107,0.3021
other,1,4,0.0002023
AOI/OAI and AO/OA,818,818,0.2855
adders and majority gates,32,32,0.02160
-- worst max-delay path: stages --
cell	delay, ps
clkdlybuf4s50_1	450
buf_4	440
ha_1	250
buf_4	410
inv_1	350
ha_1	390
buf_4	290
inv_1	250
nor3_1	990
a21oi_1	520
or4_1	640
or4_1	660
nor2_1	200
xor2_1	80
a222oi_1	600
-- layer usage --
| layer | share of wire | up-vias | GRT usage |
|---|---|---|---|
| li1 | - | 9972 | - |
| met1 | 0.40 | 10650 | 0.7238 |
| met2 | 0.36 | 2089 | 0.5743 |
| met3 | 0.21 | 249 | 0.2915 |
| met4 | 0.027 | 8 | 0.09259 |
| met5 | 0.0025 | - | 0.05492 |
-- power groups by stage --
stage	registers [mW]	logic, mW	clock network (mW)
CTS	0.850	1.13	0.632
global route	0.860	1.24	0.656
finish	0.854	1.18	0.630
Power figures rest on the tool's default switching activity, not on a simulated workload.
